## ./config.mk

```make
export PLATFORM = sky130hd
export DESIGN_NAME = Interfaz
export DESIGN_NICKNAME = Interfaz
export VERILOG_FILES = /design/flow/design.v
export SDC_FILE = /design/flow/constraint.sdc
export NUM_CORES = 4
export LEC_CHECK = 1
export CORE_AREA = 10 10 70 70
export DIE_AREA = 0 0 80 80
```

## ./design.v

```verilog
module Interfaz(input logic a, b, c, d, output logic [6:0] salida);
  logic v, w, x, y, z;
  logic [4:0] resultado;
  decodificador miDecodificador (
    .a(a),
    .b(b),
    .c(c),
    .d(d),
    .v(v),
    .w(w),
    .x(x),
    .y(y),
    .z(z)
  );
  always_comb begin
    resultado[4:0] = {v, w, x, y, z};   
  end
  Segmentos miSegmento (
    .bcd(resultado),
    .seg(salida)
  );
endmodule
module decodificador(input logic a, b, c, d, output logic v, w, x, y, z);
assign v = (a & b ) | (a & c);
assign w = a & !b & !c ;
assign x = (!a & b ) | (b & c);
assign y = (!a & c) | (a & b & !c);
assign z = d;
endmodule
module Segmentos(input logic [4:0] bcd, output logic [6:0] seg);
  always @(bcd) begin 
    case (bcd)
      5'b00000: seg = 7'b0000001;
      5'b00001: seg = 7'b1001111;
      5'b00010: seg = 7'b0010010;
      5'b00011: seg = 7'b0000110;
      5'b00100: seg = 7'b1001100;
      5'b00101: seg = 7'b0100100;
      5'b00110: seg = 7'b0100000;
      5'b00111: seg = 7'b0001111;
      5'b01000: seg = 7'b0000000;
      5'b01001: seg = 7'b0000100;
      default: seg = 7'b1111111;
    endcase
  end
endmodule
```

## ./run.sh

```bash
#!/bin/bash
# OpenROAD 26Q1-2900-gdf79404cd8, Yosys 0.63+post, stock flow scripts
make -C /OpenROAD-flow-scripts/flow DESIGN_CONFIG=/design/flow/config.mk WORK_HOME=/design/flow/orfs finish
```

## ./constraint.sdc

```tcl
current_design Interfaz

set clk_period 2.1
set clk_io_pct 0.2

create_clock -name clk0 -period $clk_period

set non_clock_inputs [all_inputs -no_clocks]
set_input_delay [expr $clk_period * $clk_io_pct] -clock clk0 $non_clock_inputs
set_output_delay [expr $clk_period * $clk_io_pct] -clock clk0 [all_outputs]
```

==> impl_metrics.env <==
# physical design summary
export IMPL_largest_area_cell="ha_1"
export IMPL_io_pins=11
export IMPL_layout_drive_gt1_share=0.542
export IMPL_avgSynthCellArea_um2=7.21
export IMPL_drc=0
export IMPL_warning_count=34
export IMPL_gr_total_overflow=0
export IMPL_grt_max_degree=11
export IMPL_die_area_um2=6400
export IMPL_placementRows=21
export IMPL_use_met2=0.0353
export IMPL_antenna_found_initial=0
export IMPL_diodes=0
export IMPL_grt_pass1_wl_um=1340
export IMPL_setup_viol=0
export IMPL_final_util=0.127
export IMPL_slew_violations=0
export IMPL_fin_hold_ws_ns=1.34
export IMPL_rsz0062_at_grt="no"
export IMPL_p_sw_frac=0.432
export IMPL_fin_area_um2=435
export IMPL_power_internal_w=0.0000427
export IMPL_synthTopCellsByArea="ha_1 (18%), inv_1 (9.0%), a21oi_1 (7.2%), o21ai_0 (7.2%), or4b_4 (6.6%)"
export IMPL_worstPathRequired_ns=1.68
export IMPL_top_cell_area_share=0.180
export IMPL_nFillCells=395
export IMPL_switchingPower_w=0.0000324
export IMPL_ir_worst_vdd_mv=0.0239
export IMPL_regArea_um2=0
export IMPL_ant_nets=0
export IMPL_die_y_um=80
export IMPL_cp_startpoint="a"
export IMPL_flop_count=0
export IMPL_viasPerCell=2.86
export IMPL_hp_class="in2out"
export IMPL_avgRoutedWirePerCell_um=8.37
export IMPL_place_area_um2=409
export IMPL_drv_cap=0
export IMPL_ys_cells=29
export IMPL_netlist_area_um2=209
export IMPL_num_vias=269
export IMPL_p_per_area_nw_per_um2=173
export IMPL_static_leakage_power_nw=0.196
export IMPL_hpwl_um=599
export IMPL_place_gp_congestion=0.737
export IMPL_core_area_um2=3420
export IMPL_yosys_area_um2=209
export IMPL_grt_util_met1=0.0363
export IMPL_synthCells=29
export IMPL_criticalPathCategory="in2out"
export IMPL_combGateArea_um2=194
export IMPL_fmax_mhz=490
export IMPL_hold_viol_final=0
export IMPL_clockBufferCount=0
export IMPL_grt_busiest_layer="met1"
export IMPL_worstSetupEndpoint="salida[6]"
export IMPL_combPwrFrac=1.000
export IMPL_hold_buffers=0
export IMPL_first_iter_violations=17
export IMPL_status="finished clean"
export IMPL_tightestPinTransition_ns=0.189
export IMPL_port_buffers=11
export IMPL_drt_pass1_iterations=2
export IMPL_relSlewSlack=0.873
export IMPL_worstPathMaxFanout=3
export IMPL_fp_util=0.0612
export IMPL_finalCritPeriodShare=0.971
export IMPL_grtUsageTotal=0.0247
export IMPL_die_x_um=80
export IMPL_critPathLaunchType="primary input"
export IMPL_yosysWarnings=2
export IMPL_place_ws_ns=-0.649
export IMPL_ys_seq_share=0
export IMPL_grt_pass1_vias=248
export IMPL_seqPwrFrac=0
export IMPL_arrival_ns=1.62
export IMPL_p_clk_frac=0
export IMPL_yosysUniqueCellTypes=19
export IMPL_finalWorstSetupSlack_ns=0.0610
export IMPL_routed_wl_um=787
export IMPL_endpoint_kind="output pin"
export IMPL_grtUsageMet3=0.00909
export IMPL_period_needed_ns=2.04
export IMPL_area_growth_pct=108
power by group through the flow:
stage         sequential, W  clock (W)  combinational (W)
CTS                       0          0          0.0000775
finish                    0          0          0.0000751
global route              0          0          0.0000861
layout by cell type (no fill, tap or decap):
master and count:
o21ai_0 1, or4b_4 1, nand3_2 1, a21oi_1 2
nand2_1 1, dlygate4sd2_1 5, a32oi_1 1, nand2b_1 1
o21ai_2 2, inv_1 5, xor2_1 1, buf_4 10
nand3b_1 1, a31oi_1 1, buf_6 1, clkdlybuf4s15_1 1
buf_2 2, o31ai_2 1, nor3b_2 1, a21oi_2 1
o21ba_2 1, ha_1 2, clkbuf_2 3, ha_2 1
o211ai_2 1
worst min-delay path by stage:
stage / cells past startpoint / end / start / slack, ns
global route: 5 / salida[3] / c / 1.41
CTS: 5 / salida[6] / b / 1.54
finish: 5 / salida[3] / c / 1.34
repair_timing:
action | in CTS | in global routing
pin swaps | 6 | 4
resized | 23 | 10
endpoints found under the setup margin | 7 | 4
setup buffers | 4 | 0
metal layers:
layer  share of wire  vias to the layer above  wire length, um
li1                -                      140                -
met1            0.47                      122              371
met2            0.41                        7              326
met3            0.11                        0               89
met4               0                        0                0
met5               0                        -                0
metrics by stage:
step	cells	TNS, ns	total power, W
after floorplan	29	0	0.0000296
after global placement	90	-3.61	0.0000759
after detailed placement	90	-3.71	0.0000763
after CTS	94	-0.00695	0.0000775
after global routing	94	0	0.0000861
final	94	0	0.0000751
layout make-up:
type                            count  share of cell area
Timing Repair Buffer               22               0.379
Tap cell                           46               0.132
Inverter                            5              0.0431
Multi-Input combinational cell     21               0.445
cells in the mapped netlist (all sizes together), types with 2 or more instances:
library cell  instances
a21oi                 3
ha                    3
inv                   5
o21ai                 3
buf                   2
critical path, stage by stage:
cell	delay, ns
clkdlybuf4s15_1	0.22
buf_4	0.16
or4b_4	0.50
buf_4	0.15
o211ai_2	0.06
buf_2	0.12
kinds of logic (layout without fill, tap and decap cells):
group,after synthesis,after routing,synth area share
buffers and inverters,8,27,0.186
and+or+nand+nor,6,6,0.234
adders and majority gates,3,3,0.180
AOI/OAI and AO/OA,11,11,0.359
xor gates and xnor gates,1,1,0.0419
Power figures rest on the tool's default switching activity, not on a simulated workload.
