==> ./design.v <==
module contador #(parameter N = 4 ,parameter F =15)  
  (input logic clk,  
   input logic rst,  
   output logic [N-1:0] q);  
  logic [N-1:0] count, next_count;  
  always_ff @(posedge clk or posedge rst)  
    if (rst)
      count <= 0;  
    else
		if(count != F)
		count <= next_count;  
		else
			count <= 0;  
  always_ff @(posedge clk)
    if (rst)
      next_count <= 0;  
    else  
      next_count <= count + 1;  
  assign q = count;  
endmodule
==> ./run.sh <==
#!/bin/bash
# OpenROAD 26Q1-2900-gdf79404cd8, Yosys 0.63+post, stock flow scripts
make -C /OpenROAD-flow-scripts/flow DESIGN_CONFIG=/design/flow/config.mk WORK_HOME=/design/flow/orfs finish
==> ./config.mk <==
export PLATFORM = sky130hd
export DESIGN_NAME = contador
export DESIGN_NICKNAME = contador
export VERILOG_FILES = /design/flow/design.v
export SDC_FILE = /design/flow/constraint.sdc
export NUM_CORES = 4
export LEC_CHECK = 1
export CORE_AREA = 10 10 70 70
export DIE_AREA = 0 0 80 80
==> ./constraint.sdc <==
current_design contador

set clk_period 1.1
set clk_io_pct 0.2

create_clock -name clk0 -period $clk_period [get_ports {clk}]

set non_clock_inputs [all_inputs -no_clocks]
set_input_delay [expr $clk_period * $clk_io_pct] -clock clk0 $non_clock_inputs
set_output_delay [expr $clk_period * $clk_io_pct] -clock clk0 [all_outputs]
==> flow_summary.ini <==
; flow metrics
[run_status]
outcome = completed

[critical_path]
crit_family = flip-flops
crit_arrival_ns = 0.83
crit_slowest_cell = dfrtp_1
crit_path_cell_trace = clkdlybuf4s15_1
cp_max_fo = 2
r2r_end = next_count[3]$_SDFF_PP0_
critPathLaunchType = flop
max_stage_delay_ns = 0.40
reg2regPathDepth = 3
path_buffers = 1
r2r_setup_slack_ns = 0.08
worst_ep_required_time_ns = 0.88
worstSetupPathType = flop to output port
r2r-start = count[3]$_DFF_PP0_
end_kind = output port

[logic_synthesis]
numSynthFlops = 8
yosysWarnings = 1
top_cells_by_area = dfrtp_1 (35%), dfxtp_1 (28%), and2_1 (8.8%)
synthDistinctLibCells = 11
synth_area_um2 = 284
ys_seq_share_pct = 63.4
synthAoiAreaFrac_pct = 0
synthSimpleGateAreaFrac_pct = 22.5
ys_chip_area_um2 = 284
yosys_cells = 23
syn_avg_cell_area_um2 = 12.3
synthMuxAreaShare_pct = 5.29
synth_cells = 23
synth.top_cell.area_share_pct = 35.2
topCombFamilyByArea = simple AND/OR/NAND/NOR gates
synthXorXnorAreaFrac_pct = 3.08
ys_sh_adder_pct = 4.41
yosys.area.top_type = dfrtp_1

[placed_design]
numPortBuffers = 5
place.gp.congestion = 0.724
place_hpwl_um = 437

[pwr]
power_density_mw_per_mm2 = 1270
total_leakage_power_nw = 0.201
peakVddDrop_mv = 0.544
totalPowerFinal_mw = 0.619

[cts]
cts-root-buf = clkbuf_4
htree_levels = 1
cts_made_buffers = 3
cts_buffer_depth = 2
clk_pin_slew_ns = 0.05
cts.sinks = 8
cts_tree = yes
worstSkewPairLatency_ns = 0.25

[final_timing]
setup_viol = 0
fin_crit_ns = 1.05
final_max_slew_viol_count = 0
hold_slack_ns = 0.418
fin_crit_sh_pct = 95.8
tightest_slew_ns = 0.179
relSlewSlack_pct = 88.0
final_hold_viol_count = 0
clock-skew-final_ns = 0.000478
fmax_mhz = 949

[floorplan]
io_pins = 6
fp_util_pct = 8.32
chipWidth_um = 80
die_h_um = 80
rows = 21
dieArea_mm2 = 0.00640
coreArea_mm2 = 0.00342

[drt]
ant_nets = 0
wire_per_inst_um = 7.35
drtIter0Drc = 6
n_antenna_cell = 0
routed_wirelength_um = 610
firstDrtPassIters = 3
via_per_inst = 2.57
drc_errors = 0
via_count = 213

[global_route]
grt_pass1_wl_mm = 1.09
antenna_found_initial = 0
grt_pass1_vias = 260
grt-ovfl-total = 0
grt_max_degree = 5
grt.total_usage_pct = 2.19

[finish]
area_growth_pct = 71.8
drive_above_1_share_pct = 35.1
nFillCells = 393

[job]
warnings = 25
cap_violations = 0

[worst_hold_path]
hold_class = input port to asynchronous set/reset pin
==> area by class of cell <==
type	instances	area (um2)	area share, %
Inverter	1	3.75	0.769
Timing Repair Buffer	11	98.8	20.3
Clock buffer	3	22.5	4.62
Tap cell	46	57.6	11.8
Sequential cell	8	180	36.9
Multi-Input combinational cell	14	125	25.6
==> layer usage <==
metal | share of wire [%] | vias up | routed length [um] | GRT usage, %
met5 | 0 | - | 0 | 0
met2 | 33 | 9 | 203 | 2.57
met4 | 2.6 | 0 | 16 | 0.704
met1 | 46 | 98 | 281 | 2.76
met3 | 18 | 5 | 109 | 1.93
li1 | - | 101 | - | -
==> state kept, by name, indices dropped and copies added (netlist names) <==
register    flops
count           4
next_count      4
==> logic make-up after synthesis <==
kind of cell             count (synthesis)
XOR/XNOR                                 1
AND/OR/NAND/NOR                         11
multiplexers                             1
adder cells (fa/ha/maj)                  1
flip-flops                               8
buffers and inverters                    1
==> stage by stage <==
| stage | worst slack (ns) | util, % | std cells | TNS [ns] | area (um2) |
|---|---|---|---|---|---|
| 2_1_floorplan | 0.197 | - | 23 | 0 | 284 |
| 5_1_grt | -0.000663 | 14.3 | 83 | -0.000663 | 488 |
| 6_report | 0.0464 | 14.3 | 83 | 0 | 488 |
| 4_1_cts | 0.00194 | 13.8 | 83 | 0 | 470 |
| 3_3_place_gp | -0.0770 | 12.3 | 78 | -0.0770 | 422 |
| 3_5_place_dp | -0.100 | 12.3 | 78 | -0.100 | 422 |
==> worst max-delay path by stage <==
stage	slack [ns]	cells after the start	to	startpoint
after CTS	0.002	1	q[3]	count[3]$_DFF_PP0_
after global routing	-0.0007	1	q[0]	count[0]$_DFF_PP0_
final	0.05	1	q[0]	count[0]$_DFF_PP0_
==> synthesized netlist by cell type, drive strengths merged <==
| library cell | instances |
|---|---|
| xnor2 | 1 |
| ha | 1 |
| nor2 | 3 |
| nor2b | 2 |
| dfrtp | 4 |
| and2 | 4 |
| mux2 | 1 |
| dfxtp | 4 |
| inv | 1 |
| nand3 | 2 |
==> worst min-delay path, stage by stage <==
cell and delay [ns]:
clkdlybuf4s50_1 0.49, buf_4 0.18, inv_1 0.14
==> layout by cell type, fill, tap and decap left out <==
cell type / n
and2_1: 4
buf_4: 5
buf_6: 1
clkbuf_4: 3
clkdlybuf4s15_1: 4
clkdlybuf4s50_1: 1
dfrtp_1: 4
dfxtp_1: 4
ha_4: 1
inv_1: 1
mux2_4: 1
nand3_2: 1
nand3_4: 1
nor2_1: 3
nor2b_1: 2
xnor2_1: 1
==> power by group <==
part           switching (mW)  internal [mW]  leakage, nW
Sequential            0.00721          0.311       0.0862
Clock                  0.0961          0.125       0.0138
Combinational          0.0314         0.0491        0.101
==> repair_timing <==
item / 4_1_cts / 5_1_grt
hold endpoints to repair: 0 / 0
hold buffers: 0 / 0
pin swaps: 0 / 0
gates resized: 10 / 4
endpoints found under the setup margin: 4 / 7
setup buffers: 2 / 1
Power figures rest on the tool's default switching activity, not on a simulated workload.
